## /design/flow/run.sh

```bash
#!/bin/bash
# OpenROAD 26Q1-2900-gdf79404cd8, Yosys 0.63+post, stock flow scripts
make -C /OpenROAD-flow-scripts/flow DESIGN_CONFIG=/design/flow/config.mk WORK_HOME=/design/flow/orfs finish
```

## /design/flow/config.mk

```make
export PLATFORM = sky130hd
export DESIGN_NAME = add_tree
export DESIGN_NICKNAME = add_tree
export VERILOG_FILES = /design/flow/design.v
export SDC_FILE = /design/flow/constraint.sdc
export NUM_CORES = 4
export LEC_CHECK = 1
export CORE_UTILIZATION = 50
```

## /design/flow/constraint.sdc

```tcl
current_design add_tree

set clk_period 3.3
set clk_io_pct 0.2

create_clock -name clk0 -period $clk_period [get_ports {clk}]

set non_clock_inputs [all_inputs -no_clocks]
set_input_delay [expr $clk_period * $clk_io_pct] -clock clk0 $non_clock_inputs
set_output_delay [expr $clk_period * $clk_io_pct] -clock clk0 [all_outputs]
```

## /design/flow/design.v

```verilog
module add_tree#(
    parameter num = 9,
    parameter in_width = 4
)(
    input [num*in_width-1 : 0] a,
    input clk,
    output [in_width+3 : 0] result
);
reg signed [in_width-1:0] a_array [num-1:0];
wire signed [in_width-1:0] a1[2:0];
wire signed [in_width-1:0] a2[2:0];
wire signed [in_width-1:0] a3[2:0];
reg signed [in_width+1:0] sum1[2:0];
reg signed [in_width+2:0] sum ;
genvar i;
generate
for(i=0;i<num;i=i+1)begin
    always@(posedge clk) a_array[i] <= a[(i+1)*in_width-1:i*in_width];
end
endgenerate
generate
for(i=0;i<3;i=i+1)begin
    assign a1[i] = a_array[3*i];
    assign a2[i] = a_array[3*i+1];
    assign a3[i] = a_array[3*i+2];
end
endgenerate
generate
for(i=0;i<3;i=i+1)begin
    always@(posedge clk) begin
        sum1[i] <= a1[i]+a2[i]+a3[i];
    end
end
endgenerate
always@(negedge clk) sum <= sum1[0]+sum1[1]+sum1[2];
assign result = sum;
endmodule  
```

==> results.json <==
{
  "status": "finished, violations left",
  "violations": "negative setup slack",
  "routed_wirelength_um": 2890,
  "ys_seq_elements": 61,
  "openroad.warnings": 36,
  "vias": 1247,
  "yosys_area_um2": 2250,
  "mostFrequentLayoutCell": "dfxtp_1",
  "drtAntennaViolNets": 0,
  "seq_area_um2": 1220,
  "die_h_um": 69.1,
  "final_cell_area_um2": 3010,
  "fin_worst_skew_ns": 0.0457,
  "placed_area_um2": 2800,
  "initial_utilization_pct": 52.0,
  "io_pins": 45,
  "dp_hpwl_um": 2300,
  "areaGrowthSynthToFinish_pct": 33.6,
  "worstSetupStartpointType": "flip-flop",
  "ff_type": "dfxtp_1",
  "drv_cap": 0,
  "edf_count": 0,
  "root_buffer": "clkbuf_8",
  "synth_async_sr_flop_share_pct": 0,
  "ys_cells": 164,
  "via_per_inst": 4.34,
  "htreeDepth": 3,
  "most-common-layout-cells": "58 x dfxtp_1, 37 x clkdlybuf4s50_1, 36 x inv_1",
  "portBuffers": 44,
  "max-slew-margin-rel_pct": 75.7,
  "dr.pass1.iters": 3,
  "cp.arrival_ns": 2.09,
  "insertion_delay_ns": 0.37,
  "cts_hold_buf": 0,
  "core.rowCount": 24,
  "die_x_um": 69.1,
  "drtIter0Drc": 17,
  "hp-class": "flip-flop to flip-flop",
  "cts_buffer_depth": 2,
  "power.density_nw_per_um2": 845,
  "slew_violations": 0,
  "cp_data_required_time_ns": 1.93,
  "p_leak_nw": 1.40,
  "avgSynthCellArea_um2": 13.7,
  "tightest_slew_ns": 0.355,
  "antenna_cells": 0,
  "tns_ns": -0.494,
  "yosys_warnings": 3,
  "worst_slack_ns": -0.153,
  "cts_buffers": 9,
  "grt_antenna_before_repair": 0,
  "syn_inst": 164,
  "place_ws_ns": -0.182,
  "stdcell_count": 287,
  "grt_pass1_wl_um": 5320,
  "placedCellCount": 264,
  "criticalPathCategory": "flip-flop to flip-flop",
  "cts_tree": "done",
  "end_kind": "flip-flop",
  "cts_num_sinks": 61,
  "synthDistinctLibCells": 18,
  "route.detailed.drc": 0,
  "grt_overflow": 0,
  "total_power_w": 0.00254,
  "syn_area_um2": 2250,
  "ys_seq_share_pct": 54.3,
  "vdd_drop_max_uv": 567,
  "post_drt_wl_per_cell_um": 10.1,
  "hold_viol": 0,
  "rsz0062_at_grt": "yes",
  "grt_pass1_vias": 1300,
  "grt_usage_pct": 14.7,
  "drive_gt1_share_pct": 15.3,
  "die_area_um2": 4770,
  "r2r.worst_path.cells": 6,
  "worstPathMaxFanout": 2,
  "logic_area_um2": 936,
  "fillers": 316,
  "clkTransAtPathRegs_ns": 0.06,
  "setup_violations": 4,
  "core_um2": 4320,
  "grt_max_degree": 12,
  "gp_congestion": 0.767,
  "whs_path_depth": 3
}
## worst max-delay path, stage by stage (launching register included)
cell and delay (ns):
dfxtp_2 0.32, fa_1 0.47, ha_2 0.21, fa_2 0.34
a21o_1 0.17, a21oi_2 0.13, xnor2_1 0.13
## cells in the mapped netlist (2+ instances only)
cell type | instances | share of area (%)
dfxtp_1 | 61 | 54
nor2b_1 | 2 | 0.56
a21oi_1 | 5 | 1.1
a21o_1 | 5 | 1.7
nor3_1 | 2 | 0.44
xor2_1 | 3 | 1.2
xnor2_1 | 8 | 3.1
mux2_2 | 2 | 1.0
ha_1 | 17 | 9.5
inv_1 | 30 | 5.0
fa_1 | 22 | 20
## worst paths after layout
| path | from | endpoint | slack, ns |
|---|---|---|---|
| max reg2reg | sum1[2][1] | sum[5] | -0.15 |
| max | sum1[2][1] | sum[5] | -0.15 |
| min reg2reg | a_array[5][0] | sum1[1][0] | 0.58 |
| min | a_array[5][0] | sum1[1][0] | 0.58 |
## per-layer routing
layer / global-route usage, % / up-vias / routed length (µm)
li1: - / 640 / -
met2: 22.5 / 26 / 1410
met5: 0 / - / 0
met4: 4.76 / 0 / 63
met1: 21.7 / 575 / 1280
met3: 3.86 / 6 / 137
## layout make-up
cell class              count  area share, %
flip-flops and latches     61           40.8
multi-input cells          72           31.1
repair buffers             50           16.0
clock buffers               9           4.12
inverters                  29           3.62
clock inverters            14           2.21
well taps                  52           2.16
## flip-flops by register name, indices dropped and copies added, names as in the netlist
| signal | cells |
|---|---|
| sum1 | 18 |
| sum | 7 |
| a_array | 36 |
## logic make-up after synthesis
kind of cell | share of synthesized area (%)
flip-flops | 54.3
XOR/XNOR | 4.28
AND-OR/OR-AND | 5.06
adder cells (fa/ha/maj) | 29.0
AND/OR/NAND/NOR | 1.00
multiplexers | 1.00
buffers and inverters | 5.34
## per-stage QoR
| stage | utilization [%] | hold slack, ns |
|---|---|---|
| finish | 69.5 | 0.576 |
| global route | 69.5 | 0.604 |
| CTS | 69.5 | 0.581 |
| detailed placement | 64.7 | 0.571 |
| global placement | 64.7 | 0.567 |
| floorplan | - | 0.549 |
## what timing repair did
action | 4_1_cts | 5_1_grt
pin swaps | 4 | 1
setup buffers | 1 | 1
endpoints found under the hold margin | 0 | 0
resized | 12 | 2
endpoints found under the setup margin | 12 | 5
## power breakdown
part | internal, W | total (W) | switching, W | leakage, nW
sequential | 0.000899 | 0.000959 | 0.0000596 | 0.515
clock | 0.000275 | 0.000557 | 0.000282 | 0.118
combinational | 0.000606 | 0.00102 | 0.000418 | 0.765
Power figures rest on the tool's default switching activity, not on a simulated workload.
